==> /design/flow/design.v <==
module PWM_CORE(
    input           clk,
    input           reset,
    input   [15:0]  period,
    input   [15:0]  duty_cycle,
    input   [15:0]  prescaler,
    input           enable,
    output          pwm_running,
    output          pwm_out
);
wire    even_clk, odd_clk;
down_clocking_even down_clocking_even_0(
    clk,
    (!reset),
    {1'b0, prescaler[15:1]},
    even_clk
);
down_clocking_odd down_clocking_odd_0(
    clk,
    (!reset),
    {1'b0, prescaler[15:1]},
    odd_clk
);
wire    clk_div;
assign  clk_div = prescaler[0] ? odd_clk : even_clk;
reg [15:0] counter;
wire [15:0] period_minus_1;
assign period_minus_1 = (period == 0) ? 0 : (period - 1);
assign pwm_running = enable;
assign pwm_out = (counter < duty_cycle) && enable;
always@(posedge clk_div or posedge reset)
    if(reset) begin
        counter <= 0;
    end
    else begin
        if(enable) begin
            if(counter >= period_minus_1) 
                counter <= 0;
            else 
                counter <= counter + 1;
        end
    end
endmodule
module PWM_CSR(
    input           clk,
    input           reset,
    input           chipselect,
    input           write,
    input           read,
    input   [2:0]   address,
    input   [31:0]  writedata,
    output  [31:0]  readdata,
    output          enable,
    output  [15:0]  period,
    output  [15:0]  duty_cycle,
    output  [15:0]  prescaler,
    input           pwm_running
);
parameter   ADDR_CONTROL=3'd0,
            ADDR_STATUS=3'd1,
            ADDR_PERIOD=3'd2,
            ADDR_DUTY_CYCLE=3'd3,
            ADDR_DIVISOR=3'd4;
reg [31:0]  data_reg;
reg [31:0]  control_reg;
reg [31:0]  status_reg;
reg [15:0]  period_reg;
reg [15:0]  duty_cycle_reg;
reg [15:0]  divisor_reg;
assign enable = control_reg[0];
assign period = period_reg;
assign duty_cycle = duty_cycle_reg;
assign prescaler = divisor_reg;
assign readdata = data_reg;
always @(posedge clk or posedge reset) begin
    if (reset) begin
        control_reg <= 32'h0;
        period_reg <= 16'h0;
        duty_cycle_reg <= 16'h0;
        divisor_reg <= 16'h0;
    end else if (chipselect & write) begin
        case (address)
            ADDR_CONTROL:    control_reg        <= writedata;
            ADDR_PERIOD:     period_reg         <= writedata[15:0];
            ADDR_DUTY_CYCLE: duty_cycle_reg     <= writedata[15:0];
            ADDR_DIVISOR:    divisor_reg        <= writedata[15:0];
        endcase
    end else begin
        control_reg     <= control_reg;
        period_reg      <= period_reg;
        duty_cycle_reg  <= duty_cycle_reg;
        divisor_reg     <= divisor_reg;
    end
end
always @(posedge clk or posedge reset) begin
    if (reset) begin
        data_reg <= 32'h0;
    end else if (chipselect & read) begin
        case (address)
            ADDR_CONTROL:   data_reg <= control_reg;
            ADDR_STATUS:    data_reg <= {31'h0, pwm_running};
            ADDR_PERIOD:    data_reg <= {16'h0, period_reg};
            ADDR_DUTY_CYCLE:data_reg <= {16'h0, duty_cycle_reg};
            ADDR_DIVISOR:   data_reg <= {16'h0, divisor_reg};
            default:        data_reg <= 32'h0;
        endcase
    end else begin
        data_reg <= data_reg;
    end
end
endmodule
module PWM_WRAPPER(
    input           clk,
    input           reset,
    input           chipselect,
    input           write,
    input           read,
    input   [2:0]   address,
    input   [31:0]  writedata,
    output  [31:0]  readdata,
    output          pwm_out
);
wire        enable;
wire [15:0] period;
wire [15:0] duty_cycle;
wire [15:0] prescaler;
wire        pwm_running;
PWM_CSR csr_inst (
    .clk            (clk),
    .reset          (reset),
    .chipselect     (chipselect),
    .write          (write),
    .read           (read),
    .address        (address),
    .writedata      (writedata),
    .readdata       (readdata),
    .enable         (enable),
    .period         (period),
    .duty_cycle     (duty_cycle),
    .prescaler      (prescaler),
    .pwm_running    (pwm_running)
);
PWM_CORE core_inst (
    .clk            (clk),
    .reset          (reset),
    .period         (period),
    .duty_cycle     (duty_cycle),
    .prescaler      (prescaler),
    .enable         (enable),
    .pwm_running    (pwm_running),
    .pwm_out        (pwm_out)
);
endmodule
module	down_clocking_even(
input	i_clk,
input	i_rst_n,
input	[15:0] i_divisor,
output	o_clk
);
wire	[15:0] divisor;
wire	borrow;
minus_one	minus_one_0(
i_divisor,
divisor,
borrow
);
wire	go;
assign	go = ((i_divisor != 0) && i_rst_n);
reg	[15:0] counter;
reg	clk;
always@(posedge i_clk or negedge i_rst_n)
	if (!i_rst_n) begin
		counter <= 0;
		clk <= 0;
	end
	else if (go) begin
		if (counter >= divisor) begin
			counter <= 0;
			clk <= ~clk;
		end
		else counter <= counter + 1;
	end
assign	o_clk = go ? clk : i_clk;
endmodule
module down_clocking_odd(
input	i_clk,
input	i_rst_n,
input	[15:0] i_divisor,
output	o_clk
);
reg	a,b;
wire c;
assign	c = (~a) & (~b);
wire	[15:0] divisor;
wire	borrow;
minus_one	minus_one_0(
i_divisor,
divisor,
borrow
);
wire	go;
assign	go = ((i_divisor != 0) && i_rst_n);
reg	[15:0] counter_0;
always@(posedge i_clk or negedge i_rst_n)
	if (!i_rst_n) begin
		a <= 0;
		counter_0 <= 0;	
	end
	else if (go) begin
		if (a) begin
			if (counter_0 >= divisor) begin
				counter_0 <= 0;
				a <= 0;
			end
			else 
				counter_0 <= counter_0 + 1;
		end
		else if (c)
			a <= c;
	end
reg	[15:0]counter_1;
always@(negedge i_clk or negedge i_rst_n)
	if (!i_rst_n) begin
		b <= 0;
		counter_1 <= 0;	
	end
	else if (go) begin
		if (b) begin
			if (counter_1 >= divisor) begin
				counter_1 <= 0;
				b <= 0;
			end
			else 
				counter_1 <= counter_1 + 1;
		end
		else if (c)
			b <= c;
	end
reg	clk;
always@(posedge c or negedge i_rst_n)
	if (!i_rst_n)
		clk <= 0;
	else	
		clk <= ~clk;
assign	o_clk = go ? clk : i_clk;
endmodule
module minus_one(
input	[15:0]i_operand,
output	[15:0]o_result,
output	o_borrow
);
wire	[15:0]G_0;
assign	G_0=~i_operand;
wire	[15:0]G_1;
assign	G_1[1]=G_0[1]&G_0[0];
assign	G_1[3]=G_0[3]&G_0[2];
assign	G_1[5]=G_0[5]&G_0[4];
assign	G_1[7]=G_0[7]&G_0[6];
assign	G_1[9]=G_0[9]&G_0[8];
assign	G_1[11]=G_0[11]&G_0[10];
assign	G_1[13]=G_0[13]&G_0[12];
assign	G_1[15]=G_0[15]&G_0[14];
assign	G_1[0]=G_0[0];
assign	G_1[2]=G_0[2];
assign	G_1[4]=G_0[4];
assign	G_1[6]=G_0[6];
assign	G_1[8]=G_0[8];
assign	G_1[10]=G_0[10];
assign	G_1[12]=G_0[12];
assign	G_1[14]=G_0[14];
wire	[15:0]G_2;
assign	G_2[3]=G_1[3]&G_1[1];
assign	G_2[5]=G_1[5]&G_1[3];
assign	G_2[7]=G_1[7]&G_1[5];
assign	G_2[9]=G_1[9]&G_1[7];
assign	G_2[11]=G_1[11]&G_1[9];
assign	G_2[13]=G_1[13]&G_1[11];
assign	G_2[15]=G_1[15]&G_1[13];
assign	G_2[0]=G_1[0];
assign	G_2[2]=G_1[2];
assign	G_2[1]=G_1[1];
assign	G_2[4]=G_1[4];
assign	G_2[6]=G_1[6];
assign	G_2[8]=G_1[8];
assign	G_2[10]=G_1[10];
assign	G_2[12]=G_1[12];
assign	G_2[14]=G_1[14];
wire	[15:0]G_3;
assign	G_3[5]=G_2[5]&G_2[1];
assign	G_3[7]=G_2[7]&G_2[3];
assign	G_3[9]=G_2[9]&G_2[5];
assign	G_3[11]=G_2[11]&G_2[7];
assign	G_3[13]=G_2[13]&G_2[9];
assign	G_3[15]=G_2[15]&G_2[11];
assign	G_3[0]=G_2[0];
assign	G_3[2]=G_2[2];
assign	G_3[1]=G_2[1];
assign	G_3[4]=G_2[4];
assign	G_3[3]=G_2[3];
assign	G_3[6]=G_2[6];
assign	G_3[8]=G_2[8];
assign	G_3[10]=G_2[10];
assign	G_3[12]=G_2[12];
assign	G_3[14]=G_2[14];
wire	[15:0]G_4;
assign	G_4[9]=G_3[9]&G_3[1];
assign	G_4[11]=G_3[11]&G_3[3];
assign	G_4[13]=G_3[13]&G_3[5];
assign	G_4[15]=G_3[15]&G_3[7];
assign	G_4[0]=G_3[0];
assign	G_4[2]=G_3[2];
assign	G_4[1]=G_3[1];
assign	G_4[4]=G_3[4];
assign	G_4[3]=G_3[3];
assign	G_4[6]=G_3[6];
assign	G_4[5]=G_3[5];
assign	G_4[8]=G_3[8];
assign	G_4[7]=G_3[7];
assign	G_4[10]=G_3[10];
assign	G_4[12]=G_3[12];
assign	G_4[14]=G_3[14];
wire	[15:0]G_5;
assign	G_5[2]=G_4[2]&G_4[1];
assign	G_5[4]=G_4[4]&G_4[3];
assign	G_5[6]=G_4[6]&G_4[5];
assign	G_5[8]=G_4[8]&G_4[7];
assign	G_5[10]=G_4[10]&G_4[9];
assign	G_5[12]=G_4[12]&G_4[11];
assign	G_5[14]=G_4[14]&G_4[13];
assign	G_5[1]=G_4[1];
assign	G_5[3]=G_4[3];
assign	G_5[5]=G_4[5];
assign	G_5[7]=G_4[7];
assign	G_5[9]=G_4[9];
assign	G_5[11]=G_4[11];
assign	G_5[13]=G_4[13];
assign	G_5[15]=G_4[15];
assign	G_5[0]=G_4[0];
assign	o_result[0] = ~i_operand[0];
assign	o_result[15:1] = (G_5[14:0]&(~i_operand[15:1]))|((~G_5[14:0])&i_operand[15:1]);
assign	o_borrow = G_5[15];
endmodule
==> /design/flow/run.sh <==
#!/bin/bash
# OpenROAD 26Q1-2900-gdf79404cd8, Yosys 0.63+post, stock flow scripts
make -C /OpenROAD-flow-scripts/flow DESIGN_CONFIG=/design/flow/config.mk WORK_HOME=/design/flow/orfs finish
==> /design/flow/config.mk <==
export PLATFORM = sky130hd
export DESIGN_NAME = PWM_WRAPPER
export DESIGN_NICKNAME = PWM_WRAPPER
export VERILOG_FILES = /design/flow/design.v
export SDC_FILE = /design/flow/constraint.sdc
export NUM_CORES = 4
export LEC_CHECK = 1
export CORE_UTILIZATION = 50
==> /design/flow/constraint.sdc <==
current_design PWM_WRAPPER

set clk_period 6.4
set clk_io_pct 0.2

create_clock -name clk0 -period $clk_period [get_ports {clk}]

set non_clock_inputs [all_inputs -no_clocks]
set_input_delay [expr $clk_period * $clk_io_pct] -clock clk0 $non_clock_inputs
set_output_delay [expr $clk_period * $clk_io_pct] -clock clk0 [all_outputs]
==> results_tabular.tex <==
% Synthesis and place-and-route results
\begin{tabular}{lr}
\hline
Metric & Value \\
\hline
\multicolumn{2}{l}{\textbf{Clock tree}} \\
TritonCTS clock tree & yes \\
Latency at later pin & 800 ps \\
Clock input transition at the sequential cells of the worst setup and hold paths & 60 ps \\
\multicolumn{2}{l}{\textbf{Global route}} \\
Vias in the first global route & 7672 \\
Number of antenna violations at the first check in global routing & 0 \\
Wire length of the first global-routing pass & 41600 µm \\
Global-route usage over all layers & 25.9\% \\
Pin count of the biggest net entering global routing & 103 \\
Grt ovf & 0 \\
\multicolumn{2}{l}{\textbf{Drt}} \\
DRC violations left & 0 \\
Total number of vias & 7915 \\
Routed wirelength normalized by instance count & 18.0 µm \\
First-pass DRT Iterations & 8 \\
Final Routed Wirelength & 25300 µm \\
\# diodes & 0 \\
DRT antenna net count & 0 \\
Initial DRC count & 429 \\
Avg Vias per Cell & 5.63 \\
\multicolumn{2}{l}{\textbf{Final timing}} \\
Number of register pins that no clock reaches & 1 \\
Least-Margin Pin Slew & 828 ps \\
Worst-case headroom to the max-slew limit & 44.7\% \\
Setup Viol. Count Final & 0 \\
Max Clock Skew & 44.4 ps \\
Number of unconstrained endpoints & 1 \\
Number of hold violations in the final report & 0 \\
Number of max-slew violations in the final report & 0 \\
Final hold slack & 469 ps \\
\multicolumn{2}{l}{\textbf{Logic synthesis}} \\
Prevailing post-synth register cell & sky130\_fd\_sc\_hd\_\_dfrtp\_1 \\
Mean post-synth cell area & 10.2 µm² \\
Number of synthesized register bits & 180 \\
Cells in synth\_stat.txt & 1025 \\
Top area cells in the synthesized netlist & sky130\_fd\_sc\_hd\_\_dfrtp\_1 (39\%), sky130\_fd\_sc\_hd\_\_ha\_1 (11\%), sky130\_fd\_sc\_hd\_\_mux2\_2 (9.0\%) \\
Largest area contributor in the synthesized netlist & sky130\_fd\_sc\_hd\_\_dfrtp\_1 \\
Post-Synthesis Cells & 1025 \\
Synth unique cells & 69 \\
Post-synth tally of flip-flops with integrated enable & 0 \\
Async set or reset register ratio after synthesis & 100\% \\
Warnings, synthesis & 4 \\
Mapped cell area & 0.0104 mm² \\
Synthesized chip area reported by yosys & 0.0104 mm² \\
Max-area cell share & 39.1\% \\
Share of the yosys chip area belonging to registers & 43.1\% \\
\multicolumn{2}{l}{\textbf{Die}} \\
Vertical die dimension & 147 µm \\
Floorplan utilization & 51.3\% \\
Overall die area & 0.0215 mm² \\
Core footprint & 0.0204 mm² \\
Cell Rows & 52 \\
Ports placed on the boundary & 73 \\
Die W & 147 µm \\
\multicolumn{2}{l}{\textbf{Setup path}} \\
Classification of the worst setup path & flip-flop to clock gate \\
Reg2Reg Launch Point & csr\_inst.divisor\_reg[1] \\
Critical path required time & 3550 ps \\
Max FO, Critical Path & 14 \\
Arrival time of data at the critical path endpoint & 3450 ps \\
Launch point of the critical path & csr\_inst.divisor\_reg[15] \\
Worst setup EP type & clock gate \\
Register-to-Register Path Depth & 14 \\
Crit path launch type & flip-flop \\
Reg-to-reg setup timing slack & 230 ps \\
Endpoint of the most critical register-to-register path & core\_inst.down\_clocking\_odd\_0.counter\_1[7] \\
\multicolumn{2}{l}{\textbf{Finish}} \\
Share of post-route cells with drive strength above 1 & 16.2\% \\
Layout-stage area growth over the synthesis result & 19.8\% \\
Total of fill cells in the finished design & 1684 \\
\multicolumn{2}{l}{\textbf{Power}} \\
Worst vdd rail ir drop & 0.000201 V \\
Pwr dens & 325 mW/mm² \\
Flop pwr share & 38.7\% \\
Switching Fraction & 33.8\% \\
Total power of the final layout & 4.06 mW \\
Power share of the clock group & 32.5\% \\
Reported leakage power & 5.71 nW \\
Net load switching power & 1.37 mW \\
Internal power consumption & 2.69 mW \\
Combinational share of power & 28.8\% \\
\multicolumn{2}{l}{\textbf{Placement}} \\
DPL Wire Length & 18100 µm \\
Final weighted congestion of routability-driven global placement & 0.890 \\
Buffers on Ports & 72 \\
\multicolumn{2}{l}{\textbf{Flow run}} \\
Count of tool warnings & 30 \\
Total of max-cap violations & 0 \\
\multicolumn{2}{l}{\textbf{Hold path}} \\
Classification of the worst-slack hold path & flip-flop to flip-flop \\
\multicolumn{2}{l}{\textbf{Outcome}} \\
Status & finished, final reports clean \\
\hline
\end{tabular}
power by group through the flow:
| stage | clock network, mW | logic, mW | registers [mW] |
|---|---|---|---|
| final | 1.32 | 1.17 | 1.57 |
| after CTS | 1.36 | 1.17 | 1.57 |
| after global routing | 1.40 | 1.33 | 1.61 |
per-layer routing:
metal | global-route usage [%] | wire [µm]
met4 | 3.28 | 333
met3 | 4.84 | 1370
met2 | 39.4 | 11500
met1 | 41.2 | 12100
met5 | 0 | 0
cells in the mapped netlist (5+ instances only):
library cell,number
sky130_fd_sc_hd__dfrtp_1,163
sky130_fd_sc_hd__nand2_1,96
sky130_fd_sc_hd__ha_1,93
sky130_fd_sc_hd__mux2_2,83
sky130_fd_sc_hd__nor2_1,80
sky130_fd_sc_hd__o21ai_0,58
sky130_fd_sc_hd__inv_1,49
sky130_fd_sc_hd__a21oi_1,36
sky130_fd_sc_hd__xor2_1,31
sky130_fd_sc_hd__a22o_1,27
sky130_fd_sc_hd__nand3_1,25
sky130_fd_sc_hd__clkbuf_1,21
sky130_fd_sc_hd__nand4_1,21
sky130_fd_sc_hd__xnor2_1,20
sky130_fd_sc_hd__dfrtn_1,17
sky130_fd_sc_hd__nor3_1,17
sky130_fd_sc_hd__a31oi_1,16
sky130_fd_sc_hd__and3_1,16
sky130_fd_sc_hd__a22oi_1,15
sky130_fd_sc_hd__buf_2,12
sky130_fd_sc_hd__nor2b_1,8
sky130_fd_sc_hd__a211oi_1,6
sky130_fd_sc_hd__and2_1,6
sky130_fd_sc_hd__nor4_1,6
sky130_fd_sc_hd__o31ai_1,6
sky130_fd_sc_hd__a21o_1,5
sky130_fd_sc_hd__and4_1,5
sky130_fd_sc_hd__mux2i_1,5
sky130_fd_sc_hd__nand2b_1,5
sky130_fd_sc_hd__o21a_1,5
sky130_fd_sc_hd__o21ai_1,5
critical path, cell delays in order, from the launching register on:
cell,delay [ps]
sky130_fd_sc_hd__dfrtp_1,450
sky130_fd_sc_hd__dlygate4sd3_1,620
sky130_fd_sc_hd__or4_4,580
sky130_fd_sc_hd__dlygate4sd3_1,620
sky130_fd_sc_hd__o21ai_4,410
placed cells by master, fill, tap and decap left out, types with 17 or more instances in the layout:
master,instances
sky130_fd_sc_hd__dfrtp_1,163
sky130_fd_sc_hd__xnor2_1,19
sky130_fd_sc_hd__nand3_1,24
sky130_fd_sc_hd__nand2_1,96
sky130_fd_sc_hd__a21oi_1,35
sky130_fd_sc_hd__mux2_2,83
sky130_fd_sc_hd__nor2_1,78
sky130_fd_sc_hd__o21ai_0,56
sky130_fd_sc_hd__clkdlybuf4s50_1,72
sky130_fd_sc_hd__a22o_1,27
sky130_fd_sc_hd__nand4_1,21
sky130_fd_sc_hd__xor2_1,31
sky130_fd_sc_hd__inv_1,48
sky130_fd_sc_hd__nor3_1,17
sky130_fd_sc_hd__ha_1,93
sky130_fd_sc_hd__buf_4,27
sky130_fd_sc_hd__clkbuf_16,25
sky130_fd_sc_hd__dfrtn_1,17
metrics by stage:
step                area [µm²]  std cells  utilization, %  setup TNS [ps]  setup WS, ps
finish                   12500       1405            61.4               0           101
global route             12500       1405            61.4           -5.29         -5.29
detailed placement       11600       1357            56.8               0          62.7
floorplan                10500       1025               -          -33760         -1620
CTS                      12500       1404            61.2               0           105
global placement         11600       1357            56.8               0          64.7
how the worst min path moves through the flow:
stage                                              start                                    endpoint  slack, ps  depth (start not counted)
global route  core_inst.down_clocking_odd_0.counter_1[0]  core_inst.down_clocking_odd_0.counter_1[0]        480                          1
finish        core_inst.down_clocking_odd_0.counter_1[0]  core_inst.down_clocking_odd_0.counter_1[0]        470                          1
CTS           core_inst.down_clocking_odd_0.counter_1[0]  core_inst.down_clocking_odd_0.counter_1[0]        470                          1
what timing repair did:
item / in CTS / in global routing
hold endpoints to repair: 1 / 0
resized: 0 / 7
buffers inserted: 0 / 1
hold buffers: 6 / 0
endpoints found under the setup margin: 0 / 17
kinds of logic after synthesis:
| group | Yosys count | synth area share, % |
|---|---|---|
| buf+inv | 88 | 3.49 |
| fa+ha+maj | 93 | 11.1 |
| flops | 180 | 43.1 |
| simple gates | 313 | 14.8 |
| xor+xnor | 52 | 4.43 |
| mux | 90 | 9.65 |
| compound gates | 209 | 13.3 |
area by class of cell:
class	instances	area, µm²	share of cell area [%]
clock buffers	27	653	5.22
clock inverters	14	186	1.49
flip-flops and latches	180	4500	36.0
multi-input cells	757	5620	44.9
well taps	270	338	2.70
inverters	50	191	1.53
repair buffers	107	1010	8.11
No activity file was given, so power comes from the tool's default toggle rates.
